<file path="design/flow/design.v">
module ram(
  input clk,
  input write_enable,
  input[9:0]address,
  input[7:0]data_in,
  output reg[7:0]data_out,
);
  reg[7:0]ram_block[0:1023];
  always @(posedge clk)begin
    if(write_enable)
      ram_block[address]<=data_in;
    else
      data_out<=ram_block[address];
  end
endmodule
</file>
<file path="design/flow/run.sh">
#!/bin/bash
# OpenROAD 26Q1-2900-gdf79404cd8, Yosys 0.63+post, stock flow scripts
make -C /OpenROAD-flow-scripts/flow DESIGN_CONFIG=/design/flow/config.mk WORK_HOME=/design/flow/orfs finish
</file>
<file path="design/flow/config.mk">
export PLATFORM = sky130hd
export DESIGN_NAME = ram
export DESIGN_NICKNAME = ram
export VERILOG_FILES = /design/flow/design.v
export SDC_FILE = /design/flow/constraint.sdc
export NUM_CORES = 4
export LEC_CHECK = 1
export CORE_UTILIZATION = 30
export SYNTH_MEMORY_MAX_BITS = 65536
</file>
<file path="design/flow/constraint.sdc">
current_design ram

set clk_period 44.5
set clk_io_pct 0.2

create_clock -name clk0 -period $clk_period [get_ports {clk}]

set non_clock_inputs [all_inputs -no_clocks]
set_input_delay [expr $clk_period * $clk_io_pct] -clock clk0 $non_clock_inputs
set_output_delay [expr $clk_period * $clk_io_pct] -clock clk0 [all_outputs]
</file>
==> impl_metrics.ini <==
; synthesis and place-and-route metrics
[critical_path]
ff2ff_path_depth = 7
cpPeakStageDelay_ps = 850
critPathCapture = data_out[1]$_DFFE_PN_
required_ps = 45440
crit_type = in -> reg
cpMostUsedCell = buf_4
path_max_fanout = 92
reg2reg_slack_ps = 39920
r2r_end = data_out[5]$_DFFE_PN_
crit_path_end_kind = register
critPathLaunchType = input port
arrival_ps = 18000
crit_chain = buf_16, buf_4, buf_4, buf_4, buf_4, buf_12, buf_4, buf_4, buf_12, buf_4, mux2i_1, o22ai_1, nor4_1, buf_4, nand3_1, nand4_1, nand3_1, or4_1
slowest_stage = nor4_1
crit-reg2reg-launch = ram_block[550][5]$_DFFE_PP_
cp-startpoint = address[1]

[synth]
yosysTopAreaCell = edfxtp_1
ys_cells = 16200
edf_count = 8200
synth.avg_cell_area_um2 = 19.5
ys_warn_count = 1
ys_seq_share_pct = 77.9
synth-area-yosys_mm2 = 0.316
synth_area_mm2 = 0.316
yosys-top-cells-area = edfxtp_1 78%, mux2i_1 7.1%, mux4_2 6.9%
top_area_share_pct = 77.9
synth.distinct_cells = 57
synth_cells = 16200
ys_async_sr_fraction_pct = 0
ys_ff = 8200
ff_type = edfxtp_1

[floorplan]
rows = 376
die_w_um = 1030
pin_count = 28
core_util_floorplan_pct = 30.1
die_y_um = 1030
coreArea_mm2 = 1.05
dieArea_mm2 = 1.06

[layout]
final_area_mm2 = 0.360
syn2layout_area_growth_pct = 14.0
fin_util_pct = 34.4
drive_gt1_share_pct = 16.6
regArea_mm2 = 0.246
combGateArea_mm2 = 0.0650
fillers = 96100

[global_routing]
grt_pass1_wl_um = 1270000
grt_max_degree = 147
grt_use_total_pct = 18.1
antenna_found_initial = 85
first_global_vias = 170000
grt_remaining_overflow = 0

[placed_design]
numPortBuffers = 27
placed_area_mm2 = 0.335
gp_congestion = 0.899
hpwl_um = 557000

[timing]
fin_crit_ps = 17060
setup_viol_count_final = 0
rsz0062_at_grt = no
tns_ps = 0
slew_headroom_pct = 4.74
finalMaxSlewViolations = 0
worst_slew_pin_slew_ps = 1430
clock_skew_ps = 103
hold_viol = 0
post-route-period-util_pct = 38.3
clock.fmax_ghz = 0.0586

[clock_tree]
cts_made_buffers = 796
clock_path_buffers = 4
ctsRootBufferMaster = clkbuf_16
cts.htree.levels = 6
cts_tree = done
cts_setup_buffers = 0
postCtsHoldBufs = 0
clk_latency_ps = 1200
clock_sinks = 8200
clk_pin_slew_worst_paths_ps = 60
ctsResizeCount = 0

[routing]
routed_wl_um = 908000
ant_nets = 0
drtPass1Iterations = 5
wl_per_cell_um = 28.8
drt_iter0_drc = 11100
drc_errors = 0
vias = 160000
viasPerCell = 5.09

[power_and_ir_drop]
p_leak_nw = 114
peakVddDrop_mv = 0.0430
p_per_area_mw_per_mm2 = 43.7

[job]
warnings = 57
drv_cap = 0

[run_status]
status = complete, no violations

[worst_hold_path]
worstHoldPathCells = 5
hold_class = reg -> reg
==> worst max-delay path: cells and delay by family <==
| kind | cells | cell delay (ps) |
|---|---|---|
| compound gates | 1 | 100 |
| buf+inv | 11 | 6180 |
| simple gates | 5 | 2050 |
| mux | 1 | 310 |
==> through the flow <==
stage	hold WS, ps	worst slack (ps)	total power (W)	std cells
after floorplan	841	32850	0.00901	16200
after global placement	1150	26330	0.00936	29900
after detailed placement	1120	26220	0.00937	29900
after CTS	1180	27470	0.0158	31400
after global routing	1240	27100	0.0161	31400
final	1170	27440	0.0157	31500
==> cells by family after synthesis <==
| logic type | count (synthesis) | synth area share [%] |
|---|---|---|
| muxes | 3242 | 14.1 |
| buffers and inverters | 1064 | 1.63 |
| AOI/OAI and AO/OA | 1652 | 3.45 |
| and+or+nand+nor | 2077 | 2.88 |
| DFF | 8200 | 77.9 |
==> worst min path at each step <==
stage	startpoint	endpoint	slack (ps)
6_report	ram_block[846][3]$_DFFE_PP_	data_out[3]$_DFFE_PN_	1170
4_1_cts	ram_block[846][3]$_DFFE_PP_	data_out[3]$_DFFE_PN_	1180
5_1_grt	ram_block[846][3]$_DFFE_PP_	data_out[3]$_DFFE_PN_	1240
==> routing by layer <==
layer	track usage, %	vias up	part of all wire, %
met3	16.4	1902	20
li1	-	67700	-
met2	25.6	9855	44
met1	18.8	80500	31
met5	1.56	-	0.28
met4	6.72	209	4.4
==> layout make-up <==
| type | count | share of cell area [%] |
|---|---|---|
| Tap cell | 14000 | 4.86 |
| Timing Repair Buffer | 759 | 1.71 |
| Multi-Input combinational cell | 6971 | 18.0 |
| Antenna cell | 125 | 0.0868 |
| Inverter | 2 | 0.00208 |
| Sequential cell | 8200 | 68.3 |
| Clock inverter | 461 | 1.20 |
| Clock buffer | 988 | 5.76 |
==> synthesized netlist by cell type (2+ instances only) <==
| library cell | number |
|---|---|
| nand2b_1 | 4 |
| inv_1 | 2 |
| or2_2 | 2 |
| nand3_1 | 159 |
| buf_1 | 120 |
| o22ai_1 | 878 |
| a2111oi_0 | 25 |
| o21ai_0 | 178 |
| or3_1 | 2 |
| nand4b_1 | 3 |
| or4_1 | 12 |
| a221oi_1 | 9 |
| mux2i_1 | 2255 |
| mux4_2 | 964 |
| nor4_1 | 242 |
| or4b_2 | 4 |
| nor2_1 | 1225 |
| nor3_1 | 72 |
| edfxtp_1 | 8200 |
| o211ai_1 | 12 |
| nor3b_1 | 2 |
| o221ai_1 | 57 |
| a31oi_1 | 35 |
| a21oi_1 | 95 |
| and3_1 | 5 |
| or3b_2 | 2 |
| nand4_1 | 44 |
| buf_6 | 44 |
| o2111ai_1 | 74 |
| buf_8 | 4 |
| buf_4 | 60 |
| buf_2 | 422 |
| nor2b_1 | 10 |
| a211oi_1 | 16 |
| a22oi_1 | 222 |
| nand3b_1 | 2 |
| nand4bb_1 | 5 |
| and4_1 | 6 |
| mux2_2 | 23 |
| clkbuf_1 | 411 |
| a2111oi_2 | 6 |
| and2_1 | 11 |
| a22o_1 | 38 |
| nand2_1 | 260 |
==> power breakdown <==
part / internal, W / leakage (nW) / switching (W)
sequential: 0.00850 / 73.7 / 0.00000558
clock: 0.00361 / 12.2 / 0.00291
combinational: 0.000208 / 28.2 / 0.000492
total: 0.0123 / 114 / 0.00341
==> flip-flops by register name (all words and copies together) (netlist names) <==
| signal | cells |
|---|---|
| data_out | 8 |
| ram_block | 8192 |
==> placed cells by master, fill, tap and decap left out, drive strengths merged, types with 16 or more instances in the layout <==
cell / n
edfxtp: 8200
mux2i: 2255
nor2: 1226
clkbuf: 990
mux4: 964
o22ai: 878
buf: 748
clkinv: 374
nand2: 260
nor4: 243
a22oi: 222
o21ai: 179
nand3: 159
diode: 125
a21oi: 95
o2111ai: 74
nor3: 72
o221ai: 57
bufinv: 49
nand4: 44
a22o: 38
a31oi: 35
a2111oi: 32
inv: 26
mux2: 23
a211oi: 16
No activity file was given, so power comes from the tool's default toggle rates.
